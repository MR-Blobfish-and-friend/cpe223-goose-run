File: ./run.sh
#!/bin/bash
# OpenROAD 26Q1-2900-gdf79404cd8, Yosys 0.63+post, stock flow scripts
make -C /OpenROAD-flow-scripts/flow DESIGN_CONFIG=/design/flow/config.mk WORK_HOME=/design/flow/orfs finish
File: ./config.mk
export PLATFORM = sky130hd
export DESIGN_NAME = divide_G_jump
export DESIGN_NICKNAME = divide_G_jump
export VERILOG_FILES = /design/flow/design.v
export SDC_FILE = /design/flow/constraint.sdc
export NUM_CORES = 4
export LEC_CHECK = 1
export CORE_AREA = 10 10 89 89
export DIE_AREA = 0 0 99 99
File: ./constraint.sdc
current_design divide_G_jump

set clk_period 5.6
set clk_io_pct 0.2

create_clock -name clk0 -period $clk_period [get_ports {clk_in}]

set non_clock_inputs [all_inputs -no_clocks]
set_input_delay [expr $clk_period * $clk_io_pct] -clock clk0 $non_clock_inputs
set_output_delay [expr $clk_period * $clk_io_pct] -clock clk0 [all_outputs]
File: ./design.v
`timescale 1ns / 1ps
module divide_G_jump(
    input clk_in,
    output clk_out
    );
    reg elapsed;
    reg [27:0] state;
    always @(posedge clk_in)
        if (state == 5000000) state <= 0;
        else state <= state + 1;
    always @(state)
        if (state == 5000000) elapsed <= 1;
        else elapsed <= 0;
    assign clk_out = elapsed;
endmodule
==> metrics.yaml <==
floorplanning:
  die_h_um: 99
  core_mm2: 0.005991
  core_util_floorplan_pct: 20.13
  fp-row-count: 28
  die_w_um: 99
  chip_area_mm2: 0.009801
  io_pins: 2
setup_path:
  start_kind: "register"
  worstSetupEndpointType: "output port"
  slowest_stage: "clkdlybuf4s50_1"
  worst-setup-path-type: "register to output port"
  crit_chain: "nand4_1 > or4_1 > nor3_1 > clkdlybuf4s50_1"
  crit_arrival_ns: 2.14
  cp.required_ns: 4.48
  path_buffers: 1
  cp_top_family: "simple AND/OR/NAND/NOR gates"
  crit_path_max_fanout: 6
  crit_path_max_incr_delay_ns: 0.53
global_routing:
  grt_overflow_total: 0
  track_usage_pct: 3.992
  grt_start_max_net_pins: 16
  antenna_found_initial: 0
  grt_first_pass_wirelength_um: 3422
  grt_pass1_vias: 786
detailed_routing:
  routed_wl_um: 1999
  via_count: 847
  num_antenna_cells: 0
  viasPerCell: 4.172
  wl_met3_um: 51
  met2_length_um: 810
  drt-pass1-iter-count: 4
  postRouteAntennaNets: 0
  wl_per_cell_um: 9.847
  wl_met1_um: 1115
  drcViolationCount: 0
  drt_iter0_drc: 32
  route.top_layer_used: "met4"
synth:
  ys_ff: 28
  yosysWarnings: 1
  mux_share_pct: 0
  ys_sh_adder_pct: 2.075
  ys_chip_area_mm2: 0.001206
  ys_cells: 124
  synthCells: 124
  compound_area_share_pct: 2.282
  simple_gate_share_pct: 30.81
  avgSynthCellArea_um2: 9.727
  netlist_area_mm2: 0.001206
  logic_family: "simple AND/OR/NAND/NOR gates"
  xor_share_pct: 16.70
  async_flop_share_pct: 0
  edf_count: 0
  ys_seq_share_pct: 46.47
  synth-main-ff-cell: "dfxtp_1"
  ys_types: 27
cells_and_area:
  seq_area_um2: 560.5
  drive_above_1_share_pct: 7.031
  largest_reg_flops: 28
  utilization_pct: 22.77
  top_register: "state"
  area_growth_pct: 13.07
  lay_top_count: "dfxtp_1"
  combGateArea_um2: 625.6
  final_cell_mix: "28 x dfxtp_1, 19 x xnor2_1, 13 x nor2_1"
  reg_top3: "state x28"
  fillers: 637
sta:
  rsz0062_at_grt: "no"
  setup_tns_ns: 0
  setup_viol: 0
  max_freq_mhz: 306.6
  drv_slew: 0
  fin_worst_skew_ns: 0.004595
  slew_headroom_pct: 49.51
  period_used_pct: 58.25
  period_minus_slack_ns: 3.262
  worstMarginPinSlew_ns: 0.7511
  finalHoldViolCount: 0
cts:
  clkSinkCount: 28
  root_buffer: "clkbuf_8"
  holdBufCountCts: 0
  cts_setup_buffers: 0
  cts_resized: 0
  cts_tree: "done"
  clk_pin_slew_ns: 0.09
  htreeDepth: 1
  cts_buffers: 3
  cts_buffer_depth: 2
  clock_latency_ns: 0.27
hold_path:
  hold_class: "register to register"
run:
  cap_violations: 0
  warnings: 26
power:
  power.density_mw_per_mm2: 237.2
  p_leak_uw: 0.0004432
  peakVddDrop_v: 0.0001030
place:
  portBuffers: 1
  place_congestion: 0.7805
  place_hpwl_um: 1467
outcome:
  status: "complete, no violations"
[synthesized netlist by cell type, types with 2 or more instances]
master   number  area [µm²]
dfxtp_1      28       560.5
xnor2_1      19       166.4
nor2_1       13       48.80
nand3_1      10       50.05
nand4_1      10       62.56
nand2_1       6       22.52
and3_1        5       31.28
xor2_1        4       35.03
and4_1        3       26.28
inv_1         3       11.26
nor4_1        3       18.77
ha_1          2       25.02
nor3_1        2       10.01
nor4_2        2       25.02
nor4b_1       2       17.52
[per-layer routing]
layer	GRT usage, %	vias up
li1	-	452
met1	5.795	385
met2	6.012	6
met3	0.8457	4
met4	0.6615	0
met5	0	-
[cell families (layout without fill, tap and decap cells)]
kind of cell / count (synthesis) / count (layout)
buffers and inverters: 5 / 9
AND/OR/NAND/NOR: 62 / 62
flip-flops: 28 / 28
XOR/XNOR: 23 / 23
AND-OR/OR-AND: 4 / 4
adder cells (fa/ha/maj): 2 / 2
[worst paths after layout]
path | depth (start not counted) | startpoint | end | slack [ns]
hold reg to reg | 1 | state[27]$_SDFF_PN0_ | state[27]$_SDFF_PN0_ | 0.48
hold / removal | 1 | state[27]$_SDFF_PN0_ | state[27]$_SDFF_PN0_ | 0.48
setup reg to reg | 5 | state[0]$_SDFF_PN0_ | state[18]$_SDFF_PN0_ | 3.66
setup / recovery | 4 | state[8]$_SDFF_PN0_ | clk_out | 2.34
[stage by stage]
step                hold WS, ns  instances  setup slack, ns  power (µW)  cell area, µm²
finish                   0.4761        203            2.338       323.5            1364
floorplan                0.4352        124            3.083       203.6            1206
detailed placement       0.4584        199            2.665       203.6            1309
global placement         0.4683        199            2.656       203.6            1309
CTS                      0.4741        203            2.331       327.0            1364
global route             0.4968        203            2.204       334.9            1364
[area by class of cell]
type	count	area share, %
tap	75	6.881
multi-input combinational	91	45.87
clock buffer	4	4.037
inverter	3	0.8257
timing repair buffer	2	1.284
sequential	28	41.10
[power by group]
part	internal [µW]	switching (µW)	leakage, µW
sequential	199	0	0.000225
combinational	0	0	0.000189
clock	62.9	61.6	0.0000288
Power is estimated from default activity; no workload was simulated.
