**design/flow/design.v**
```verilog
`timescale 1ns / 1ps
module divide_bean(
    input clk_in,
    output clk_out
    );
    reg elapsed;
    reg [27:0] state;
    always @(posedge clk_in)
        if (state == 4000000) state <= 0;
        else state <= state + 1;
    always @(state)
        if (state == 4000000) elapsed <= 1;
        else elapsed <= 0;
    assign clk_out = elapsed;
endmodule
```
**design/flow/constraint.sdc**
```tcl
current_design divide_bean

set clk_period 4.3
set clk_io_pct 0.2

create_clock -name clk0 -period $clk_period [get_ports {clk_in}]

set non_clock_inputs [all_inputs -no_clocks]
set_input_delay [expr $clk_period * $clk_io_pct] -clock clk0 $non_clock_inputs
set_output_delay [expr $clk_period * $clk_io_pct] -clock clk0 [all_outputs]
```
**design/flow/config.mk**
```make
export PLATFORM = sky130hd
export DESIGN_NAME = divide_bean
export DESIGN_NICKNAME = divide_bean
export VERILOG_FILES = /design/flow/design.v
export SDC_FILE = /design/flow/constraint.sdc
export NUM_CORES = 4
export LEC_CHECK = 1
export CORE_AREA = 10 10 97 97
export DIE_AREA = 0 0 107 107
```
**design/flow/run.sh**
```bash
#!/bin/bash
# OpenROAD 26Q1-2900-gdf79404cd8, Yosys 0.63+post, stock flow scripts
make -C /OpenROAD-flow-scripts/flow DESIGN_CONFIG=/design/flow/config.mk WORK_HOME=/design/flow/orfs finish
```
==> results.tsv <==
stage	metric	value	unit
yosys	Syn. warnings	1	
run	number of max-cap violations	0	
floorplan	io pins	2	
route	n_diodes	0	
timing	Final Cycle Share	66.8	%
worst_setup_path	Worst setup SP type	flip-flop	
final_layout	Final Core Density	21.0	%
final_layout	final cell count without fillers	237	
timing	Slew @ Worst Pin	393	ps
final_layout	final instance area	1530	um2
yosys	synthesis area per yosys	1340	um2
worst_setup_path	Crit-path slowest cell	clkdlybuf4s50_1	
final_layout	area grow syn2layout	14.0	%
route	DR iter-0 viols	72	
global_routing	GR Util met2	6.23	%
route	DRT Pass-1 Iters	4	
route	DR vias/cell	3.83	
placement	Placed Area	1460	um2
yosys	flops & latches, synth	28	
clock_network	CTS root buf	clkbuf_8	
yosys	syn avg cell area	9.87	um2
worst_setup_path	Req. time, crit path	3440	ps
clock_network	post_cts resized	0	
yosys	area leader, netlist	dfxtp_1	
power_and_ir_drop	Cell Pwr Density	304	nW/um2
worst_setup_path	reg2reg start	state[0]$_SDFF_PN0_	
route	drt drc	0	
yosys	Distinct lib cells used	33	
yosys	Seq share, synth	41.8	%
floorplan	fp_density	18.4	%
power_and_ir_drop	overall power	0.466	mW
global_routing	met3 GRT Util	1.39	%
global_routing	first-pass GRT wire length	3.95	mm
floorplan	Die Wd	107	um
yosys	Synth Cell Area	1340	um2
timing	RSZ-0062 raised after global routing	no	
yosys	Yosys Instances	136	
global_routing	met1 Use GR	5.52	%
yosys	synthesized instance count	136	
yosys	Synth area leaders	dfxtp_1 (42%), xnor2_1 (14%), nand3_1 (4.8%)	
placement	DPL Wire Length	1.63	mm
clock_network	clk latency of the worst-skew pair	270	ps
min_path	hold path startpoint	state[27]$_SDFF_PN0_	
timing	pins over their slew limit	0	
worst_setup_path	arrival time worst endpoint	2010	ps
run_status	status	completed	
placement	GPL Wtd Cong	0.763	
placement	I/O Buffers	1	
route	post-route antenna net violation count	0	
worst_setup_path	Crit path buffers/inverters	2	
global_routing	number of global-route vias before repair	860	
clock_network	TritonCTS clock tree	built	
timing	Hold WS	468	ps
power_and_ir_drop	worst vdd rail ir drop	0.000134	V
clock_network	postcts setup bufs	0	
final_layout	MI comb area	734	um2
worst_setup_path	CP peak stage delay	530	ps
worst_setup_path	CP endpoint kind	output port	
floorplan	total die size	11400	um2
route	Vias	908	
timing	Final Hold Viols	0	
global_routing	GRT Max-Usage Layer	met2	
floorplan	Core Area	7290	um2
global_routing	total congestion overflow	0	
final_layout	layout cells sized above 1	14.5	%
timing	final setup TNS	0	ps
global_routing	antenna violations before repair	0	
final_layout	FF+latch area	561	um2
timing	Max transition margin	73.7	%
clock_network	hold_buf cts	0	
timing	Final Setup Violations	0	
timing	Max Freq	348	MHz
placement	Setup WS pre-CTS	1730	ps
floorplan	Die Ht	107	um
timing	setup ws final	1430	ps
yosys	Synth top area share	41.8	%
final_layout	Filler cells	815	
timing	Tmin final	2870	ps
worst_setup_path	Crit. Startpoint	state[0]$_SDFF_PN0_	
worst_setup_path	CP Cell Sequence	inv_1 -> ha_1 -> nor4b_1 -> nand2_1 -> nor4_2 -> clkdlybuf4s50_1	
clock_network	TritonCTS Sinks	28	
final_layout	biggest regs	state (28)	
clock_network	clk buf depth	2	
clock_network	number of CTS-inserted buffers	3	
worst_setup_path	critical path type	flip-flop to output port	
clock_network	clk slew on worst S/H paths	100	ps
power_and_ir_drop	P_leak	0.469	nW
min_path	HP Class	flip-flop to flip-flop	
placement	placed cells	233	
route	Post-Route WL	2.27	mm
global_routing	gr usage total	4.06	%
floorplan	Std-Cell Rows	31	
route	DR WL/cell	9.59	um
timing	clock skew	6.94	ps
worst_setup_path	Top delay family on crit path	simple AND/OR/NAND/NOR gates	
global_routing	largest net degree at the start of global routing	17	
final_layout	largest reg by FF count	state	
clock_network	CTS H-tree depth	1	
worst_setup_path	crit-path max FO	5	
final_layout	Largest register FFs	28	
run	Tool Warnings	26	
-- report_power, final --
part / total [mW] / internal [mW] / switching, mW
Sequential: 0.259 / 0.259 / 0
Combinational: 0.000000208 / 0 / 0
Clock: 0.207 / 0.125 / 0.0821
-- synth_stat cells (all sizes together) --
master and instances:
dfxtp 28, xnor2 21, nand3 14, nand4 10, nand2 9, nor2 9
inv 6, nor4 6, and3 5, a21oi 4, buf 3, nor3 3
nor4b 3, a21o 2, and4 2, ha 2, or3 2, a31o 1
clkbuf 1, nand2b 1, nand4b 1, nor2b 1, o21ai 1, xor2 1
-- cell type report --
class                           count  share of cell area, %
Inverter                            6                   1.47
Clock buffer                        3                   2.70
Sequential cell                    28                   36.6
Multi-Input combinational cell     98                   48.0
Tap cell                           99                   8.09
Timing Repair Buffer                2                   1.14
Clock inverter                      1                   1.96
-- routing by layer --
metal  share of wire, %  wire length, um
met1                 52             1190
met2                 42              962
met3                4.0               91
met4                1.3               29
met5                  0                0
-- logic make-up after synthesis --
kind of cell / count (synthesis) / synth area share (%)
simple gates: 66 / 34.3
fa+ha+maj: 2 / 1.86
xor+xnor: 22 / 14.9
buf+inv: 10 / 3.54
flops: 28 / 41.8
compound gates: 8 / 3.63
-- cell usage in the layout, fill, tap and decap left out --
cell type	netlist	layout
inv_1	6	6
o21ai_1	1	1
nand3_2	1	1
and3_1	4	4
nor3_4	2	2
nor4b_2	1	1
xor2_2	1	1
a21oi_1	4	4
nand4b_1	1	1
ha_1	2	2
a31o_2	1	1
dfxtp_1	28	28
nand2b_1	1	1
nand4_1	8	8
or3_1	2	2
nor4b_1	2	2
a21o_1	2	2
nor3_1	1	1
and4_4	2	2
and3_4	1	1
nand3_1	13	13
nand4_4	1	1
nor4_4	1	1
clkdlybuf4s50_1	0	1
buf_4	2	1
nor2b_1	1	1
nor2_1	9	9
nor4_1	2	2
nand4_2	1	1
xnor2_1	21	21
bufinv_16	0	1
clkbuf_8	0	3
nor4_2	3	3
nand2_1	9	9
-- final timing paths --
check	end	slack (ps)	depth (start not counted)
hold reg to reg	state[27]$_SDFF_PN0_	470	1
setup / recovery	clk_out	1430	6
setup reg to reg	state[14]$_SDFF_PN0_	2650	5
hold / removal	state[27]$_SDFF_PN0_	470	1
Power figures rest on the tool's default switching activity, not on a simulated workload.
